==> ./design.v <==
module voda_user_detector(clk, rst, x, y, users_count);
	parameter IDLE = 2'b00;
	parameter ZERO = 2'b01;
	parameter ONE = 2'b10;
	parameter STORE = 2'b11;  
	input clk, rst, x;
	output reg y;
	output reg [9:0] users_count;
	reg [1:0] cs, ns;  
	always @(*) begin
		case (cs)
			IDLE: 
				if (x)
					ns = IDLE;
				else 
					ns = ZERO;
			ZERO:
				if (x)
					ns = ONE;
				else 
					ns = ZERO;
			ONE: 
				if (x)
					ns = IDLE;
				else 
					ns = STORE;
			STORE: 
				if (x)
					ns = IDLE;
				else 
					ns = ZERO;
			default: 	ns = IDLE;
		endcase
	end
	always @(posedge clk or posedge rst) begin
		if(rst) begin
			cs <= IDLE;
			users_count <= 0;
		end
		else
			cs <= ns;
	end
	always @(cs) begin
		case (cs)
			IDLE: y = 0;
			ZERO: y = 0;
			ONE:  y = 0;
			STORE: begin
				y = 1;
				users_count = users_count + 1;
			end
		endcase
	end
endmodule
==> ./run.sh <==
#!/bin/bash
# OpenROAD 26Q1-2900-gdf79404cd8, Yosys 0.63+post, stock flow scripts
make -C /OpenROAD-flow-scripts/flow DESIGN_CONFIG=/design/flow/config.mk WORK_HOME=/design/flow/orfs finish
==> ./config.mk <==
export PLATFORM = sky130hd
export DESIGN_NAME = voda_user_detector
export DESIGN_NICKNAME = voda_user_detector
export VERILOG_FILES = /design/flow/design.v
export SDC_FILE = /design/flow/constraint.sdc
export NUM_CORES = 4
export LEC_CHECK = 1
export CORE_AREA = 10 10 70 70
export DIE_AREA = 0 0 80 80
==> ./constraint.sdc <==
current_design voda_user_detector

set clk_period 1.1
set clk_io_pct 0.2

create_clock -name clk0 -period $clk_period [get_ports {clk}]

set non_clock_inputs [all_inputs -no_clocks]
set_input_delay [expr $clk_period * $clk_io_pct] -clock clk0 $non_clock_inputs
set_output_delay [expr $clk_period * $clk_io_pct] -clock clk0 [all_outputs]
==> impl_table.tex <==
% Implementation results table
\begin{tabular}{lr}
\hline
Metric & Value \\
\hline
\multicolumn{2}{l}{\textbf{Global routing}} \\
Initial antenna violation count & 0 \\
First-pass GRT wire length & 662 µm \\
Overflow left after global routing & 0 \\
GRT Total Usage & 1.23\% \\
Maximum number of pins on one net before global-route repair & 5 \\
Number of global-route vias before repair & 163 \\
\multicolumn{2}{l}{\textbf{CTS}} \\
\# H-tree levels & 1 \\
Worst-Skew Late Latency & 0.24 ns \\
CTS tree & yes \\
Number of sinks on the clock net & 4 \\
Num CTS Buffers & 3 \\
Max clock buf depth & 2 \\
Clock Tree Root & sky130\_fd\_sc\_hd\_\_clkbuf\_4 \\
Hold buffers post-CTS & 0 \\
Clock-pin slew on the worst setup and hold paths & 0.04 ns \\
\multicolumn{2}{l}{\textbf{Logic synthesis}} \\
Library cell with the largest summed area after synthesis & sky130\_fd\_sc\_hd\_\_buf\_4 \\
AND-OR/OR-AND Cells, Area Fraction & 4.09\% \\
Proportion of synthesized area in mux cells & 0\% \\
Count of flip-flops with a built-in enable after synthesis & 0 \\
Area of the mapped netlist & 214 µm² \\
Fraction of registers with async set or reset after synthesis & 100\% \\
Most used standard cells in the synthesized netlist & sky130\_fd\_sc\_hd\_\_buf\_4, sky130\_fd\_sc\_hd\_\_dfrtp\_1 \\
Area fraction of the dominant cell type after synthesis & 35.1\% \\
Synth logic family & buffers and inverters \\
Instance count of the mapped netlist & 21 \\
Yosys warning tally & 31 \\
Number of synthesized register bits & 4 \\
Dominant synthesized flop cell & sky130\_fd\_sc\_hd\_\_dfrtp\_1 \\
Area of the synthesized netlist per yosys stat & 214 µm² \\
Simple share & 9.94\% \\
Mean area per synthesized cell & 10.2 µm² \\
Seq share, synth & 47.4\% \\
XORs/XNORs by Area & 0\% \\
Cell with the most instances after synthesis & sky130\_fd\_sc\_hd\_\_buf\_4 \\
Number of distinct library cells after synthesis & 10 \\
Adder-cell share of the synthesized area & 0\% \\
\# Cells Yosys & 21 \\
Cell types with the largest area share after synthesis & sky130\_fd\_sc\_hd\_\_buf\_4, sky130\_fd\_sc\_hd\_\_dfrtp\_1, sky130\_fd\_sc\_hd\_\_dfstp\_2 \\
\multicolumn{2}{l}{\textbf{Placement}} \\
Post-DP HPWL & 330 µm \\
Worst setup slack before clock tree synthesis & 0.0542 ns \\
Final weighted congestion of routability-driven global placement & 0.578 \\
Quantity of I/O buffers inserted on ports & 3 \\
\multicolumn{2}{l}{\textbf{Routing}} \\
Total via count after detailed routing & 124 \\
Antenna-violating nets left & 0 \\
Routed length per placed instance & 5.46 µm \\
Avg Vias per Cell & 1.68 \\
1st-iter DRT viols & 0 \\
DRC violations left & 0 \\
Aggregate routed wire length & 404 µm \\
Count of antenna diodes in the layout & 0 \\
Router iterations before antenna repair & 1 \\
\multicolumn{2}{l}{\textbf{Floorplan}} \\
Floorplan-stage core utilization & 6.26\% \\
Area of the core region & 0.00342 mm² \\
Overall die area & 0.00640 mm² \\
IO Count & 14 \\
Die x size & 80 µm \\
Die span in y & 80 µm \\
Site row count & 21 \\
\multicolumn{2}{l}{\textbf{Critical path}} \\
Biggest cell delay along the critical path & 0.36 ns \\
Crit-path slowest cell & sky130\_fd\_sc\_hd\_\_dfrtp\_1 \\
Peak fanout along the critical path & 2 \\
Worst Path Buf+Inv & 1 \\
Data required time at the worst endpoint & 0.88 ns \\
Slack of the worst reg-to-reg path & 0.30 ns \\
Kind of cell adding the most delay to the critical path & flip-flops \\
Crit path launch type & register \\
Setup CP Type & register to output port \\
Critical Path Sink Type & output port \\
Crit path DAT & 0.84 ns \\
Crit path cell chain & dlygate4sd2\_1 \\
\multicolumn{2}{l}{\textbf{Final layout}} \\
Fraction of final layout cells with drive strength greater than 1 & 17.9\% \\
Flip-flop count of the largest register after layout & 4 \\
Sequential cell area & 101 µm² \\
Combined area of the multi-input logic cells & 67.6 µm² \\
Synthesis-to-finish area growth & 36.8\% \\
Top register by number of flip-flops & cs \\
Regs by FF count & cs x4 \\
Number of filler instances in the final layout & 415 \\
\multicolumn{2}{l}{\textbf{Timing}} \\
Final hold vios & 0 \\
Number of max-slew violations in the final report & 0 \\
Crit path time final & 1.06 ns \\
Final period utilization & 96.3\% \\
RSZ-0062 raised after global routing & false \\
Maximum clock frequency & 944 MHz \\
Final worst clock skew & 0.00319 ns \\
Setup-violating endpoint count in the final report & 0 \\
Setup WS post-layout & 0.0405 ns \\
Total Negative Setup Slacks & 0 ns \\
\multicolumn{2}{l}{\textbf{Pwr}} \\
Internal power consumption & 315 µW \\
Sw Pwr & 84.3 µW \\
Clock group share of total power & 50.8\% \\
Max VDD drop & 0.355 mV \\
Net switching fraction of the power & 21.1\% \\
Share of power burned in registers & 41.9\% \\
Power density over the cells & 1360 mW/mm² \\
Proportion of power drawn by combinational gates & 7.3\% \\
Leak pwr & 0.136 nW \\
\multicolumn{2}{l}{\textbf{Run status}} \\
Outcome & complete, no violations \\
\multicolumn{2}{l}{\textbf{Run}} \\
Reported max-cap violation count & 0 \\
Warning total across the stage logs & 25 \\
\multicolumn{2}{l}{\textbf{Worst hold path}} \\
Worst min-delay path class & input port to asynchronous set/reset pin \\
\hline
\end{tabular}
-- path summary, 6_finish.rpt --
kind / endpoint / from / depth (start not counted)
max in group asynchronous: cs[0]$_DFF_PP1_ / rst / 2
min: cs[1]$_DFF_PP0_ / rst / 2
min reg2reg: cs[1]$_DFF_PP0_ / cs[2]$_DFF_PP0_ / 1
max: y / cs[3]$_DFF_PP0_ / 1
min in group clk0: cs[1]$_DFF_PP0_ / cs[2]$_DFF_PP0_ / 1
max reg2reg: cs[0]$_DFF_PP1_ / cs[3]$_DFF_PP0_ / 2
-- cell usage in the layout, fill, tap and decap left out, drive strengths merged --
cell type      synthesis  layout
nor2                   1       1
nor2b                  1       1
buf                   10       1
inv                    1       1
dlygate4sd2            0       1
clkdlybuf4s50          0       2
and2                   1       1
clkbuf                 0       4
nor3                   1       1
o31a                   1       1
conb                   1      10
dfrtp                  3       3
dfstp                  1       1
-- stage by stage --
| stage | instances | util (%) | total power [mW] | cell area [µm²] | hold WS, ns |
|---|---|---|---|---|---|
| final | 74 | 8.57 | 0.399 | 293 | 0.162 |
| after global routing | 74 | 8.57 | 0.438 | 293 | 0.175 |
| after CTS | 74 | 8.57 | 0.415 | 293 | 0.146 |
| after detailed placement | 69 | 7.62 | 0.199 | 260 | 0.410 |
| after global placement | 69 | 7.62 | 0.198 | 260 | 0.407 |
| after floorplan | 30 | - | 0.206 | 248 | -0.0146 |
-- area by class of cell --
type	count	area share, %
sequential	4	34.6
multi-input combinational	15	23.1
tap	46	19.7
timing repair buffer	4	12.4
clock buffer	4	8.97
inverter	1	1.28
-- per-layer routing --
layer	vias to the layer above	wire (µm)	GRT usage, %
met1	59	151	1.33
met2	5	236	2.01
li1	60	-	-
met5	-	0	0
met3	0	16	0.682
met4	0	0	0.352
-- power by group through the flow --
stage / Combinational (mW) / Clock, mW / Sequential (mW)
CTS: 0.0310 / 0.217 / 0.167
global route: 0.0351 / 0.235 / 0.168
finish: 0.0293 / 0.203 / 0.167
-- kinds of logic (layout without fill, tap and decap cells) --
group | count (synthesis) | count (layout)
flip-flops | 4 | 4
AND-OR/OR-AND | 1 | 1
AND/OR/NAND/NOR | 4 | 4
buffers and inverters | 11 | 9
other | 1 | 10
-- timing repair --
item	4_1_cts	5_1_grt
setup endpoints to repair	1	0
buffers inserted	1	0
resized	1	0
Power is estimated from default activity; no workload was simulated.
