[flow/design.v]
module acc_lock_cu(clk, rstn, speed_limit, leading_distance, car_speed, unlock_doors, accelerate_car);
	parameter STOP = 2'b00;
	parameter ACCELEARATE = 2'b01;
	parameter DECELERATE = 2'b11;
	parameter MIN_DISTANCE = 7'd40;  
	input clk, rstn;
	input [7:0] speed_limit; 
	input [6:0] leading_distance; 
	input [7:0] car_speed;
	output reg unlock_doors, accelerate_car;
	reg [1:0] cs, ns;  
	always @(cs, speed_limit, leading_distance, car_speed) begin
		case (cs)
			STOP: 
				if (leading_distance < MIN_DISTANCE)
					ns = STOP;
				else 
					ns = ACCELEARATE;
			ACCELEARATE:
				if ( (leading_distance >= MIN_DISTANCE) && (car_speed < speed_limit) )
					ns = ACCELEARATE;
				else 
					ns = DECELERATE;
			DECELERATE: 
				if (car_speed == 0)
					ns = STOP;
				else if ( (leading_distance >= MIN_DISTANCE) && (car_speed < speed_limit) ) 
					ns = ACCELEARATE;
				else
					ns = DECELERATE;
			default: 	ns = STOP;
		endcase
	end
	always @(posedge clk or negedge rstn) begin
		if(~rstn)
			cs <= STOP;
		else
			cs <= ns;
	end
	always @(cs) begin
		case (cs)
			STOP: begin 
				unlock_doors = 1'b1;
				accelerate_car = 1'b0;
			end
			ACCELEARATE: begin
				unlock_doors = 1'b0;
				accelerate_car = 1'b1;
			end
			DECELERATE: begin
				unlock_doors = 1'b0;
				accelerate_car = 1'b0;
			end
		endcase
	end
endmodule
[flow/run.sh]
#!/bin/bash
# OpenROAD 26Q1-2900-gdf79404cd8, Yosys 0.63+post, stock flow scripts
make -C /OpenROAD-flow-scripts/flow DESIGN_CONFIG=/design/flow/config.mk WORK_HOME=/design/flow/orfs finish
[flow/config.mk]
export PLATFORM = sky130hd
export DESIGN_NAME = acc_lock_cu
export DESIGN_NICKNAME = acc_lock_cu
export VERILOG_FILES = /design/flow/design.v
export SDC_FILE = /design/flow/constraint.sdc
export NUM_CORES = 4
export LEC_CHECK = 1
export CORE_AREA = 10 10 70 70
export DIE_AREA = 0 0 80 80
[flow/constraint.sdc]
current_design acc_lock_cu

set clk_period 1.1
set clk_io_pct 0.2

create_clock -name clk0 -period $clk_period [get_ports {clk}]

set non_clock_inputs [all_inputs -no_clocks]
set_input_delay [expr $clk_period * $clk_io_pct] -clock clk0 $non_clock_inputs
set_output_delay [expr $clk_period * $clk_io_pct] -clock clk0 [all_outputs]
==> results.txt <==
Item: results of the latest flow run.

- The flow reports an fmax of 831 MHz.
- 4 endpoints have no timing constraint.
- Post-route period utilization is reported as 109%.
- The placeable core region is 3420 um2.
- The antenna cell count is 0.
- After synthesis, the mean cell area works out to 8.88 um2.
- The critical path goes through buf_8 > inv_6 > ha_4 > a211o_1 > a31oi_1 > nor3_2 > o32a_1.
- In this run the maximum-capacitance check reported violations numbering 0.
- The commonest cells after synthesis are ha_1, inv_1, nor2_1.
- The wire length of the first global-routing pass is 2150 um.
- Entering global routing, the biggest net connects 6 pins.
- The residual antenna-violating net count after detailed routing is 0.
- The total routing resource utilization after global routing is 4.30%.
- The Yosys warning count is 1.
- The tally of OpenROAD warnings is 31.
- Counting both buffers and inverters, the worst setup path holds a total of 2.
- The CTS tree is yes.
- The checks that failed: negative setup slack.
- The average wire length per cell after detail routing is 10.3 um.
- The number of cells reported by Yosys stat comes to 41.
- The number of buffers created by CTS is 3.
- The transition at the pin with the smallest max-transition slack is 0.304 ns.
- The count of flip-flops with a built-in enable after synthesis is 0.
- According to the dpl log, the detail-placed design has an HPWL of 1050 um.
- The peak fanout along the critical path is 2.
- The script parses the final routing iteration and logs DRC violations as 0.
- The number of core rows is 21.
- Recorded from the global router log, the overflow total was 0.
- The insertion delay to the later sink of the worst-skew pair is 0.24 ns.
- The class of the tightest hold or removal check is primary input to async pin.
- The required time at the endpoint of the critical path is 1.22 ns.
- As logged by OpenROAD, the buffers inserted on ports number 23.
- The setup skew after layout is 0.00186 ns.
- Per the OpenROAD floorplan log, the height of the die is 80 um.
- In the log, the iteration count for the first detailed-route pass is 3.
- The worst slew slack as a fraction of its limit is 79.6%.
- The number of hold buffers added after CTS was 0.
- The cell type of the slowest stage on the worst timing path is o32a_1.
- The most common flop cell mapped by yosys is dlxtn_1.
- In this run the static leakage power is 0.355 nW.
- Leaving out filler cells and counting taps, the final layout contains 120.
- The top-level port count is 27.
- Counting I/O delays and the setup requirement, the final critical path takes 1.20 ns.
- The total detailed-routing wirelength is 1230 um.
- Counting every instance in the synthesized netlist gives 41.
- On the worst path, the slowest cell contributes a delay of 0.28 ns.
- On the reported timing paths, the clock transition at the registers reads 0.04 ns.
- The kind of start point of the critical path is a primary input.
- Relative to the synthesized area, the layout overhead comes to 124%.
- The die footprint is 6400 um2.
- The routed layout has 412 vias.
- Looking at the clock tree report, the maximum root-to-sink buffer count equals 2.
- The number of placed cells counting well taps is 116.
- The run finished, with violations left.
- The violation count after the first detailed-route iteration is 13.
- The count of final max-slew check failures is 0.
- The root buffer cell is clkbuf_4.
- The Yosys chip area is 364 um2.
- Per the synthesis report, the dominant area consumer among library cells is ha_1.
- The type of the setup path with the least slack is primary input to flop.
- Per the synthesis report, the single largest cell type by area occupies 24.1% of cell area.
- The synthesis report lists the most area-consuming cells as ha_1, dfrtp_1, dlxtn_1.
- The number of hold-slack violations in the final timing report is 0.
- The post-synth register bit count is 5.
- Data on the critical path arrives at its endpoint at 1.33 ns.
- The floorplan utilization is 10.7%.
- IR analysis of the VDD net gives a maximum drop of 0.000285 V.
- The H-tree depth is 1.
- After its last routability iteration, the placer logged a weighted congestion of 0.723.
- The kind of capture point of the worst setup path is a flop.
- Measured along the x axis, the die boundary spans 80 um.
- The number of global-route vias before repair is 487.
- The proportion of synthesized flip-flops having asynchronous set or reset is 60.0%.
- The storage element area is 106 um2.
- The family with the most delay on the worst path is AND-OR/OR-AND gates.
- The minimum setup slack in the final design is -0.103 ns.
- Setup repair after global routing could not meet its margin everywhere.
- Final hold analysis gives a worst-case slack of 0.170 ns.
- Per the layout area report, the combinational gate area comes to 353 um2.
- From the final report, the count of setup violators was given as 2.
- The layout has 396 filler cells.
- Total power normalized to cell area comes to 626 nW/um2.
- Cells with a size suffix above 1 make up 54.1% of the layout.
- Synthesis instantiated 20 different standard cells from the library.
- The timer found 2 register pins that no clock reaches; their paths are not timed.
- The initial antenna violation count came to 0.
- The synthesized area is 364 um2.
- The via density per instance is 3.43.
## placed cells by master (no fill, tap or decap), drive strengths merged, types with 2 or more instances in the layout
cell	count
nor2	5
buf	12
clkdlybuf4s15	2
dlxtn	2
o21ai	2
nor3	2
dfrtp	2
ha	7
clkbuf	6
nor4	2
clkdlybuf4s50	4
inv	7
dlygate4sd2	8
## area by class of cell
cell class	count	area share (%)
multi-input combinational	29	43.3
timing repair buffer	29	29.5
sequential	5	13.1
tap	46	7.07
inverter	7	3.84
clock buffer	4	3.23
## stage by stage
| stage | power, mW | worst slack (ns) | setup TNS (ns) | cell area, um2 | utilization [%] |
|---|---|---|---|---|---|
| final | 0.510 | -0.103 | -0.109 | 815 | 23.8 |
| after global routing | 0.558 | -0.128 | -0.172 | 815 | 23.8 |
| after CTS | 0.507 | -0.147 | -0.224 | 800 | 23.4 |
| after detailed placement | 0.280 | -0.814 | -2.06 | 724 | 21.2 |
| after global placement | 0.278 | -0.801 | -2.04 | 724 | 21.2 |
| after floorplan | 0.171 | -0.206 | -0.366 | 392 | - |
## cell families after synthesis
group	count (synthesis)	share of synthesized area [%]
adders and majority gates	7	24.1
and+or+nand+nor	12	16.5
AOI/OAI and AO/OA	10	23.0
DFF	3	21.0
buffers and inverters	7	7.22
latches	2	8.25
## per-layer routing
metal | wire length (um) | track usage [%] | part of all wire, % | vias to the layer above
li1 | - | - | - | 215
met3 | 194 | 3.64 | 16 | 0
met4 | 0 | 0.352 | 0 | 0
met2 | 468 | 5.30 | 38 | 21
met1 | 566 | 5.69 | 46 | 176
met5 | 0 | 0 | 0 | -
## report_power, final
part | internal (mW) | switching (mW) | leakage (nW)
logic | 0.113 | 0.0803 | 0.285
clock network | 0.137 | 0.0693 | 0.0150
registers | 0.111 | 0 | 0.0542
total | 0.360 | 0.150 | 0.355
## registers in the layout (all words and copies together), names as in the netlist
name,flops
cs,3
accelerate_car,1
unlock_doors,1
## what timing repair did
action / in CTS / in global routing
setup buffers: 0 / 0
pin swaps: 18 / 8
endpoints found under the setup margin: 3 / 2
gates resized: 55 / 10
## worst paths after layout
check	startpoint	end	depth (start not counted)	slack (ns)
worst max-delay path	speed_limit[2]	cs[2]	7	-0.10
worst min register to register	cs[0]	cs[0]	1	0.57
max in group asynchronous	rstn	cs[0]	1	0.71
worst min-delay path	rstn	cs[1]	1	0.17
worst max register to register	cs[2]	cs[1]	3	0.05
min in group clk0	leading_distance[6]	cs[1]	3	0.35
Power and IR drop assume default switching activity.
